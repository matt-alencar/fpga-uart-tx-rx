`./design.v`:
```
module uart_tx 
	#(
		parameter TICKS_PER_BIT = 32,
		parameter TICKS_PER_BIT_SIZE = 6
	)
	(
		input i_clk,
		input i_start,
		input [7:0] i_data,
		output wire o_done,
		output wire o_busy,
		output wire o_dout
	);
	localparam	STATE_IDLE 			= 5'b00001,
				STATE_SEND_START 	= 5'b00010,
				STATE_SEND_BITS		= 5'b00100,
				STATE_SEND_STOP		= 5'b01000,
				STATE_DONE			= 5'b10000;
	reg [4:0] currentState, nextState;
	reg done_flag;
	reg busy_flag;
	reg tx_output;
	assign o_dout = tx_output;
	assign o_done = done_flag;
	assign o_busy = busy_flag;
	reg [7:0] tx_reg;
	reg [3:0] tx_bit_counter;
	reg [TICKS_PER_BIT_SIZE-1:0] ticks_counter;
	wire ticks_counter_ovf 		= (ticks_counter == TICKS_PER_BIT-1);
	wire tx_bit_counter_ovf 	= (tx_bit_counter[3]);  
	initial begin
		currentState = STATE_IDLE;
		tx_reg = 0;
		tx_bit_counter = 0;
		ticks_counter = 0;
	end
	always @(*) begin
		case(currentState)
			default: begin 
				nextState = STATE_IDLE;
				done_flag = 0;
				busy_flag = 0;
				tx_output = 1;  
			end
			STATE_IDLE: begin 
				done_flag = 0;
				busy_flag = 0;
				tx_output = 1;  
				if(i_start)
					nextState = STATE_SEND_START;
				else
					nextState = STATE_IDLE;
			end  
			STATE_SEND_START: begin 
				done_flag = 0;
				busy_flag = 1;
				tx_output = 0;  
				if(ticks_counter_ovf)
					nextState = STATE_SEND_BITS;
				else
					nextState = STATE_SEND_START;
			end  
			STATE_SEND_BITS: begin 
				done_flag = 0;
				busy_flag = 1;
				tx_output = tx_bit_counter_ovf ? 1'b1 : tx_reg[0];
				if(tx_bit_counter_ovf)
					nextState = STATE_SEND_STOP;
				else
					nextState = STATE_SEND_BITS;
			end  
			STATE_SEND_STOP: begin 
				done_flag = 0;
				busy_flag = 1;
				tx_output = 1;  
				if(ticks_counter_ovf)
					nextState = STATE_DONE;
				else
					nextState = STATE_SEND_STOP;
			end  
			STATE_DONE: begin 
				done_flag = 1;
				busy_flag = 1;
				tx_output = 1;  
				nextState = STATE_IDLE;
			end  
		endcase
	end
	always @(posedge i_clk) begin 
		currentState <= nextState;
		if (currentState == STATE_SEND_START || 
			currentState == STATE_SEND_BITS || 
			currentState == STATE_SEND_STOP) begin
			if(ticks_counter_ovf) begin
				ticks_counter <= 0;
			end	
			else 
				ticks_counter <= ticks_counter + 1;
		end
		if (currentState == STATE_SEND_BITS) begin 
			if(ticks_counter_ovf) begin
				tx_bit_counter <= tx_bit_counter + 1;
				tx_reg <= tx_reg >> 1;  
			end
		end
		if(currentState == STATE_IDLE) begin 
			if(i_start) begin 
				tx_reg <= i_data;
				tx_bit_counter <= 0;
			end
		end
	end
endmodule 
```
`./run.sh`:
```
#!/bin/bash
# OpenROAD 26Q1-2900-gdf79404cd8, Yosys 0.63+post, stock flow scripts
make -C /OpenROAD-flow-scripts/flow DESIGN_CONFIG=/design/flow/config.mk WORK_HOME=/design/flow/orfs finish
```
`./config.mk`:
```
export PLATFORM = sky130hd
export DESIGN_NAME = uart_tx
export DESIGN_NICKNAME = uart_tx
export VERILOG_FILES = /design/flow/design.v
export SDC_FILE = /design/flow/constraint.sdc
export NUM_CORES = 4
export LEC_CHECK = 1
export CORE_AREA = 10 10 94 94
export DIE_AREA = 0 0 104 104
```
`./constraint.sdc`:
```
current_design uart_tx

set clk_period 3.2
set clk_io_pct 0.2

create_clock -name clk0 -period $clk_period [get_ports {i_clk}]

set non_clock_inputs [all_inputs -no_clocks]
set_input_delay [expr $clk_period * $clk_io_pct] -clock clk0 $non_clock_inputs
set_output_delay [expr $clk_period * $clk_io_pct] -clock clk0 [all_outputs]
```
==> results.sh <==
# physical design summary
export IMPL_outcome="finished, final reports clean"
export IMPL_yosysWarnings=1
export IMPL_hpwlAfterDp_mm=1.59
export IMPL_cap_violations=0
export IMPL_initial_core_util_pct=15.8
export IMPL_reg2reg_slack_ps=1200
export IMPL_fin_worst_hold_slack_ps=453
export IMPL_hold_violations=0
export IMPL_drt_pass1_iter_count=4
export IMPL_worst_r2r_startpoint="ticks_counter[0]$_SDFFCE_PN0P_"
export IMPL_ios=13
export IMPL_vias_in_the_first_global_route=801
export IMPL_drt_wirelength_per_cell_um=9.45
export IMPL_via_count=876
export IMPL_max_freq_mhz=398
export IMPL_placed_cells_incl_taps=227
export IMPL_combPwrFrac_pct=28.0
export IMPL_cp_cell_sequence="or2_1 > a211o_1 > a21oi_1 > clkdlybuf4s50_1"
export IMPL_synth_lib_cells_used_distinct=34
export IMPL_max_slew_worst_pin_slew_ps=469
export IMPL_antenna_cells=0
export IMPL_area_delta_synth_final_pct=24.5
export IMPL_grt_setup_unrepaired="false"
export IMPL_first_drt_iteration_drcs=60
export IMPL_finalWeightedCongestion=0.751
export IMPL_grt_use_total_pct=3.97
export IMPL_setup_tns_final_ps=0
export IMPL_yosysTopAreaCellShare_pct=31.5
export IMPL_r2r_cells=5
export IMPL_timing_max_transition_violations_final=0
export IMPL_drt_total_wl_mm=2.18
export IMPL_gr_overflow_total=0
export IMPL_maxSlewHeadroom_pct=68.6
export IMPL_layout_top_cell="sky130_fd_sc_hd__nand2_1"
export IMPL_timing_critical_path_to_type="output port"
export IMPL_leakage_nw=0.483
export IMPL_crit_path_category="reg -> out"
export IMPL_synthesis_instances=124
export IMPL_fp_dieArea_um2=10800
export IMPL_place_port_buffers=12
export IMPL_ctsRootBufferMaster="sky130_fd_sc_hd__clkbuf_8"
export IMPL_synthesized_cell_area_um2=1080
export IMPL_yosys_area_um2=1080
export IMPL_tritoncts="built"
export IMPL_die_w_um=104
export IMPL_cellPowerDensity_nw_per_um2=652
export IMPL_finish_cell_count_without_fillers=231
export IMPL_power_switching_share_pct=32.0
export IMPL_final_cell_mix="sky130_fd_sc_hd__nand2_1, sky130_fd_sc_hd__dfxtp_1, sky130_fd_sc_hd__a21oi_1"
export IMPL_setup_failing_eps_final=0
export IMPL_internal_power_contribution_mw=0.597
export IMPL_hold_class="reg -> reg"
export IMPL_critPathRequiredTime_ps=2560
export IMPL_critical_path_max_stage_delay_ps=480
export IMPL_crit_fanout=8
export IMPL_htree_num_levels=1
export IMPL_critical_path_slowest_cell="sky130_fd_sc_hd__clkdlybuf4s50_1"
export IMPL_clockPowerShare_pct=20.5
export IMPL_yosysSeqAreaShare_pct=48.1
export IMPL_warnings=25
export IMPL_fillers=784
export IMPL_min_cycle_time_layout_ps=2510
export IMPL_synth_avg_cell_area_um2=8.72
export IMPL_timing_final_crit_share_pct=78.4
export IMPL_pwr_share_seq_pct=51.5
export IMPL_floorplan_core_area_um2=6830
export IMPL_topCellsByArea="sky130_fd_sc_hd__dfxtp_1, sky130_fd_sc_hd__edfxtp_1, sky130_fd_sc_hd__a21oi_1"
export IMPL_largest_register_ffs=8
export IMPL_top_area_cell="sky130_fd_sc_hd__dfxtp_1"
export IMPL_max_clock_path_buffers=2
export IMPL_min_delay_start="tx_reg[1]$_DFF_P_"
export IMPL_vdd_ir_drop_worst_mv=0.270
export IMPL_cts_hold_repair_buffers=0
export IMPL_holdPathEnd="tx_reg[1]$_DFF_P_"
export IMPL_antenna_found_initial=0
export IMPL_std_cell_rows=30
export IMPL_power_net_switching_mw=0.280
export IMPL_skew_ps=3.97
export IMPL_tritoncts_num_buffers=3
export IMPL_critical_path_arrival_ps=1870
export IMPL_avgViaCountPerCell=3.79
export IMPL_drc_errors=0
export IMPL_die_height_um=104
export IMPL_share_of_layout_cells_above_drive_strength_1_pct=5.93
export IMPL_holdPathStages=2
export IMPL_critical_path_n_buffers_inverters=1
export IMPL_detail_route_antenna_nets=0
export IMPL_post_cts_resized_instances=0
export IMPL_ys_cells=124
export IMPL_worst_path_dominant_cell_family="buffers and inverters"
export IMPL_startpoint_type_of_the_worst_setup_path="flip-flop"
export IMPL_cts_sinks=23
export IMPL_clk_pin_slew_worst_paths_ps=80
export IMPL_synth_ff_latch_count=23
export IMPL_grt_first_pass_wirelength_mm=3.77
export IMPL_post_cts_buffers=0
export IMPL_rr_endpoint="tx_bit_counter[3]$_DFF_P_"
export IMPL_clock_insertion_delay_worst_skew_ps=260
export IMPL_grt_start_max_net_pins=14
-- worst register-to-register path, delay by kind of cell, from the launching register on --
family                   cells  cell delay [ps]
flip-flops                   1              410
AND/OR/NAND/NOR              3             1180
adder cells (fa/ha/maj)      1              220
AND-OR/OR-AND                1              140
-- final cells by class --
cell class / instances / area, um^2 / area share, %
clock buffers: 4 / 45.0 / 3.35
inverters: 1 / 3.75 / 0.279
multi-input cells: 93 / 522 / 38.8
flip-flops and latches: 23 / 520 / 38.7
well taps: 96 / 120 / 8.92
repair buffers: 14 / 135 / 10.0
-- kinds of logic (layout without fill, tap and decap cells) --
logic type                 Yosys count  after routing  share of synthesized area, %
buffers and inverters                8             19                          3.70
xor gates and xnor gates             5              5                          4.05
AOI/OAI and AO/OA                   25             25                          13.1
DFF                                 23             23                          48.1
and+or+nand+nor                     61             61                          28.7
adders and majority gates            2              2                          2.31
-- cells in the mapped netlist, drive strengths merged --
cell type / instances
a21oi: 16
nor3: 2
ha: 2
a2111oi: 1
or3: 3
dfxtp: 17
nand2: 19
nor2: 15
nand4: 1
a31oi: 2
clkbuf: 4
nand3b: 2
a211o: 1
nor2b: 4
and2: 2
buf: 3
or2: 1
xnor2: 1
edfxtp: 6
nand3: 4
nor4b: 2
and3: 1
nor4: 1
or4: 2
o21ai: 5
xor2: 4
inv: 1
nand2b: 1
and4: 1
-- worst max-delay path by stage --
stage                           start     end  slack (ps)  cells past startpoint
global route  currentState[2]$_DFF_P_  o_busy         560                      5
finish        currentState[2]$_DFF_P_  o_busy         690                      4
CTS           currentState[2]$_DFF_P_  o_busy         670                      4
-- routing by layer --
metal / GRT usage [%] / up-vias / wire [um]
met5: 0 / - / 0
met4: 0.199 / 0 / 0
met3: 1.38 / 0 / 150
met2: 6.17 / 18 / 921
met1: 5.46 / 402 / 1110
li1: - / 456 / -
-- stage by stage --
stage / instance area [um^2] / total power, mW / setup WS [ps] / util, %
final: 1350 / 0.878 / 690 / 19.7
after global routing: 1350 / 0.954 / 560 / 19.7
after CTS: 1350 / 0.893 / 671 / 19.7
after detailed placement: 1300 / 0.708 / 982 / 19.0
after global placement: 1300 / 0.704 / 996 / 19.0
after floorplan: 1080 / 0.629 / 810 / -
-- power by group through the flow --
stage / logic (mW) / clock network (mW) / registers [mW]
5_1_grt: 0.286 / 0.202 / 0.466
6_report: 0.246 / 0.180 / 0.452
4_1_cts: 0.251 / 0.190 / 0.452
Power is estimated from default activity; no workload was simulated.
