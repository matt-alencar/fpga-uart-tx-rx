File: flow/run.sh
#!/bin/bash
# OpenROAD 26Q1-2900-gdf79404cd8, Yosys 0.63+post, stock flow scripts
make -C /OpenROAD-flow-scripts/flow DESIGN_CONFIG=/design/flow/config.mk WORK_HOME=/design/flow/orfs finish
File: flow/config.mk
export PLATFORM = sky130hd
export DESIGN_NAME = uart_rx
export DESIGN_NICKNAME = uart_rx
export VERILOG_FILES = /design/flow/design.v
export SDC_FILE = /design/flow/constraint.sdc
export NUM_CORES = 4
export LEC_CHECK = 1
export CORE_AREA = 10 10 108 108
export DIE_AREA = 0 0 118 118
File: flow/constraint.sdc
current_design uart_rx

set clk_period 6.2
set clk_io_pct 0.2

create_clock -name clk0 -period $clk_period [get_ports {i_clk}]

set non_clock_inputs [all_inputs -no_clocks]
set_input_delay [expr $clk_period * $clk_io_pct] -clock clk0 $non_clock_inputs
set_output_delay [expr $clk_period * $clk_io_pct] -clock clk0 [all_outputs]
File: flow/design.v
module uart_rx 
	#(
		parameter TICKS_PER_BIT = 32,
		parameter TICKS_PER_BIT_SIZE = 6
	)
	(
		input i_clk,
		input i_enable,
		input i_din,
		output [7:0] o_rxdata,
		output reg o_recvdata,
		output reg o_busy
	);
	localparam TICKS_TO_BIT		= TICKS_PER_BIT-1;
	localparam TICKS_TO_MIDLE	= TICKS_TO_BIT/2;
	reg [7:0] rx_data;
	assign o_rxdata = rx_data;
	reg din_buff;
	wire din_negedge_signal = ~i_din & din_buff;
	reg [3:0] bit_counter;
	reg [TICKS_PER_BIT_SIZE-1:0] bit_ticks_counter;
	reg [TICKS_PER_BIT_SIZE-1:0] bit_ticks_comparator;
	wire bit_ticks_ovf_signal			= (bit_ticks_counter == bit_ticks_comparator);
	wire bit_counter_ovf_signal 		= (bit_counter[3]);  
	initial begin
		currentState = STATE_IDLE;
		bit_ticks_counter = 0;
		bit_counter = 0;
		din_buff = 1;
		rx_data = 0;
	end
	localparam	STATE_IDLE			= 5'b00001,
				STATE_RECEIVE_START	= 5'b00010,
				STATE_RECEIVE_DATA	= 5'b00100,
				STATE_RECEIVE_STOP	= 5'b01000,
				STATE_DONE			= 5'b10000;
	reg [4:0] currentState, nextState;
	always@(*) begin
		case (currentState)
			default: begin
				nextState = STATE_IDLE;
				o_recvdata = 0;
				o_busy = 0;
				bit_ticks_comparator = TICKS_TO_MIDLE;
			end
			STATE_IDLE: begin 
				o_recvdata = 0;
				o_busy = 0;
				bit_ticks_comparator = TICKS_TO_MIDLE;
				if(i_enable)
					if(din_negedge_signal)
						nextState = STATE_RECEIVE_START;
					else 
						nextState = STATE_IDLE;
				else
					nextState = STATE_IDLE;
			end  
			STATE_RECEIVE_START: begin
				o_recvdata = 0;
				o_busy = 1;
				bit_ticks_comparator = TICKS_TO_MIDLE;
				if(bit_ticks_ovf_signal) begin 
					if(!din_buff)
						nextState = STATE_RECEIVE_DATA;
					else
						nextState = STATE_IDLE;
				end 
				else
					nextState = STATE_RECEIVE_START;
			end  
			STATE_RECEIVE_DATA: begin 
				o_recvdata = 0;
				o_busy = 1;
				bit_ticks_comparator = TICKS_TO_BIT;
				if(bit_counter_ovf_signal)
					nextState = STATE_RECEIVE_STOP;
				else
					nextState = STATE_RECEIVE_DATA;
			end  
			STATE_RECEIVE_STOP: begin
				o_recvdata = 0;
				o_busy = 1;
				bit_ticks_comparator = TICKS_TO_BIT;
				if(bit_ticks_ovf_signal)
					nextState = STATE_DONE;
				else
					nextState = STATE_RECEIVE_STOP;
			end  
			STATE_DONE: begin 
				o_recvdata = 1;
				o_busy = 1;
				bit_ticks_comparator = TICKS_TO_BIT;
				nextState = STATE_IDLE;
			end  
		endcase
	end
	always @(posedge i_clk) begin 
		currentState <= nextState;
		din_buff <= i_din;
		if(currentState == STATE_IDLE) begin 
			bit_ticks_counter <= 0;
			bit_counter <= 0;
		end
		if(	currentState == STATE_RECEIVE_START || 
			currentState == STATE_RECEIVE_DATA	||
			currentState == STATE_RECEIVE_STOP) begin 
			if(bit_ticks_ovf_signal)
				bit_ticks_counter <= 0;
			else
				bit_ticks_counter <= bit_ticks_counter + 1;
		end
		if(currentState == STATE_RECEIVE_DATA) begin 
			if(bit_ticks_ovf_signal) begin
				bit_counter <= bit_counter + 1;
				rx_data <= rx_data[7:1];  
				rx_data[7] <= din_buff;
			end
		end
	end
endmodule 
==> results.json <==
{
  "cts_sinks": 24,
  "antenna_found_initial": 0,
  "drt-met1-wl_um": 949,
  "status": "finished clean",
  "cts_tree": "yes",
  "cts_resized": 0,
  "hpwlAfterDp_um": 1580,
  "setup_slack_ps": 3120,
  "ys_chip_area_um2": 1100,
  "syn_area_um2": 1100,
  "min_path_cells": 0,
  "avgRoutedWirePerCell_um": 8.70,
  "die_width_um": 118,
  "synth_top_area_share_pct": 38.2,
  "wirelength_um": 2040,
  "grt.overflow.total": 0,
  "tightest_slew_ps": 432,
  "wl_met3_um": 130,
  "clockRootBuffer": "clkbuf_8",
  "r2r_cells": 4,
  "cts_setup_buffers": 0,
  "coreArea_um2": 9280,
  "critPathKind": "reg2out",
  "power.leakage_nw": 0.471,
  "vias": 712,
  "grt_pass1_vias": 691,
  "viasPerCell": 3.03,
  "tool_warnings": 25,
  "worst_hold_slack_ps": 454,
  "pre_cts_ws_ps": 3400,
  "diodes": 0,
  "first_pass_iters": 4,
  "ys_warn_count": 1,
  "cts_buffer_depth": 2,
  "powerDensity_nw_per_um2": 216,
  "cts_made_buffers": 3,
  "drt_iter0_markers": 73,
  "synth.yosys.seq_area_share_pct": 56.4,
  "finalCritPeriodShare_pct": 49.7,
  "cp-start-kind": "flop",
  "grt_max_degree": 15,
  "holdBufCountCts": 0,
  "ys_cells": 93,
  "drv_cap": 0,
  "grt_pass1_wl_um": 3370,
  "port_buffers": 12,
  "area_growth_pct": 30.3,
  "power_w": 0.000310,
  "routed.top_layer": "met4",
  "largest_area_cell": "edfxtp_1",
  "chipArea_um2": 13900,
  "slew_headroom_pct": 71.1,
  "syn_inst": 93,
  "fp_util_pct": 11.8,
  "wl_met2_um": 947,
  "setup_violations": 0,
  "syn_area_per_cell_um2": 11.8,
  "num_rows": 35,
  "peakVddDrop_mv": 0.120,
  "drc": 0,
  "cp.required_ps": 4960,
  "io_pins": 13,
  "htreeDepth": 1,
  "globalplace.congestion": 0.823,
  "clk_pin_slew_ps": 90,
  "endpoint_kind": "primary output",
  "crit_arrival_ps": 1840,
  "ant_nets": 0,
  "ys_types": 34,
  "skew_ps": 4.15,
  "grtUsageTotal_pct": 2.94,
  "fmax_mhz": 324,
  "finalMaxSlewViolations": 0,
  "drive_gt1_share_pct": 13.2,
  "crit_fanout": 9,
  "insertion_delay_ps": 260,
  "holdCritPathClass": "reg2reg",
  "rsz0062_at_grt": "no",
  "r2r_slack_ps": 4430,
  "hold_violations": 0,
  "ys_top_cells_by_area": "edfxtp_1 38%, dfxtp_1 18%, nand3_1 3.2%",
  "die_height_um": 118,
  "fin_util_pct": 15.4,
  "period_minus_slack_ps": 3080,
  "synth-seq-cells": 24,
  "tns_ps": 0
}
-- power by group --
| part | leakage (nW) | internal (W) | total [W] | switching, W |
|---|---|---|---|---|
| clock | 0.0339 | 0.0000700 | 0.000120 | 0.0000497 |
| sequential | 0.221 | 0.000172 | 0.000178 | 0.00000547 |
| combinational | 0.216 | 0.00000630 | 0.0000126 | 0.00000633 |
-- area by class of cell --
cell class	instances	area [um2]
well taps	129	161
multi-input cells	63	453
fillers	1058	7850
repair buffers	12	120
clock buffers	4	66.3
inverters	3	11.3
flip-flops and latches	24	621
-- routing by layer --
metal  global-route usage, %  up-vias
met5                       0        -
met2                    4.79        9
met4                   0.232        0
met1                    3.52      334
met3                    1.51        2
li1                        -      367
-- synthesized netlist by cell type --
| cell type | n |
|---|---|
| o31ai_1 | 1 |
| xor2_1 | 3 |
| o32ai_1 | 1 |
| and2_2 | 1 |
| ha_1 | 2 |
| nand4_4 | 1 |
| nand2_1 | 6 |
| and2_4 | 1 |
| nand3b_1 | 1 |
| nor3_4 | 1 |
| nor4_2 | 1 |
| nor3b_1 | 2 |
| dfxtp_1 | 10 |
| nand3_1 | 7 |
| inv_1 | 3 |
| buf_2 | 3 |
| nand2b_1 | 3 |
| mux2i_2 | 1 |
| edfxtp_1 | 14 |
| nor3b_2 | 1 |
| nor4b_1 | 1 |
| xnor2_1 | 2 |
| and4b_1 | 1 |
| o211ai_2 | 1 |
| o21ai_0 | 3 |
| a21oi_1 | 1 |
| o41ai_1 | 2 |
| nor3_1 | 5 |
| a22oi_2 | 1 |
| nor2_1 | 7 |
| a211o_1 | 2 |
| or3_1 | 2 |
| and2b_1 | 1 |
| or2_2 | 1 |
-- through the flow --
step / std cells / instance area [um2]
2_1_floorplan: 93 / 1100
3_3_place_gp: 231 / 1370
3_5_place_dp: 231 / 1370
4_1_cts: 235 / 1430
5_1_grt: 235 / 1430
6_report: 235 / 1430
-- worst paths after layout --
kind	from	end
setup reg to reg	bit_ticks_counter[0]	rx_data[0]
setup / recovery	currentState[2]	o_busy
hold reg to reg	rx_data[3]	rx_data[2]
hold / removal	rx_data[3]	rx_data[2]
-- registers in the layout, indices dropped and copies added, names as in the netlist --
name               flops
din_buff               1
bit_counter            4
rx_data                8
currentState           5
bit_ticks_counter      6
-- layout by cell type (no fill, tap or decap), drive strengths merged --
cell	Yosys	layout
and4b	1	1
o41ai	2	2
nor3b	3	3
nand3	7	7
or2	1	1
nor4b	1	1
nand2b	3	3
clkdlybuf4s50	0	12
o32ai	1	1
mux2i	1	1
and2	2	2
dfxtp	10	10
a22oi	1	1
nor3	6	6
o21ai	3	3
ha	2	2
nor4	1	1
and2b	1	1
a21oi	1	1
o211ai	1	1
nand4	1	1
xor2	3	3
o31ai	1	1
or3	2	2
edfxtp	14	14
a211o	2	2
nor2	7	7
inv	3	3
xnor2	2	2
nand3b	1	1
nand2	6	6
clkbuf	0	4
-- cell families after synthesis --
group,share of synthesized area (%)
buffers and inverters,2.39
AND/OR/NAND/NOR,24.9
AND-OR/OR-AND,8.76
XOR/XNOR,3.98
flip-flops,56.4
adder cells (fa/ha/maj),2.27
multiplexers,1.25
-- critical path, stage by stage (launching register included) --
cell and delay, ps:
dfxtp_1 470, xor2_1 270, o211ai_2 230, nand2b_1 140, clkdlybuf4s50_1 470
No activity file was given, so power comes from the tool's default toggle rates.
